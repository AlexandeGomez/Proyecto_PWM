`flow/run.sh`:
```
#!/bin/bash
# OpenROAD 26Q1-2900-gdf79404cd8, Yosys 0.63+post, stock flow scripts
make -C /OpenROAD-flow-scripts/flow DESIGN_CONFIG=/design/flow/config.mk WORK_HOME=/design/flow/orfs finish
```
`flow/config.mk`:
```
export PLATFORM = sky130hd
export DESIGN_NAME = seg_scan
export DESIGN_NICKNAME = seg_scan
export VERILOG_FILES = /design/flow/design.v
export SDC_FILE = /design/flow/constraint.sdc
export NUM_CORES = 4
export LEC_CHECK = 1
export CORE_AREA = 10 10 88 88
export DIE_AREA = 0 0 98 98
```
`flow/constraint.sdc`:
```
current_design seg_scan

set clk_period 2.1
set clk_io_pct 0.2

create_clock -name clk0 -period $clk_period [get_ports {clk}]

set non_clock_inputs [all_inputs -no_clocks]
set_input_delay [expr $clk_period * $clk_io_pct] -clock clk0 $non_clock_inputs
set_output_delay [expr $clk_period * $clk_io_pct] -clock clk0 [all_outputs]
```
`flow/design.v`:
```
module seg_scan(
	input           clk,
	input           rst_n,
	output reg[5:0] seg_sel,       
	output reg[7:0] seg_data,      
	input[7:0]      seg_data_0,
	input[7:0]      seg_data_1,
	input[7:0]      seg_data_2
);
reg[3:0] scan_sel;      
always@(posedge clk or negedge rst_n)
begin
	if(rst_n == 1'b0)
		scan_sel <= 4'd0;
	else
		begin
			if(scan_sel == 4'd2)
				scan_sel <= 4'd0;
			else
				scan_sel <= scan_sel + 1'b1;
		end
end
always@(posedge clk or negedge rst_n)
begin
	if(rst_n == 1'b0)
	begin
		seg_sel <= 6'b111111;
		seg_data <= 8'b11111111;
	end
	else
	begin
		case(scan_sel)
			4'd0:
			begin
				seg_sel <= 6'b01_1111;
				seg_data <= seg_data_0;
			end
			4'd1:
			begin
				seg_sel <= 6'b10_1111;
				seg_data <= seg_data_1;
			end
			4'd2:
			begin
				seg_sel <= 6'b11_0111;
				seg_data <= seg_data_2;
			end
			default:
			begin
				seg_sel <= 6'b11_1111;
				seg_data <= 8'b11111111;
			end
		endcase
	end
end
endmodule
```
==> results.yml <==
# physical design summary
logic_synthesis:
  ys_chip_area_sq_um: 691.9
  synth.lib_cells_used.distinct: 18
  dominant_cell_type_by_area_after_synthesis: "dfstp_2"
  synth.mux.area_fraction_pct: 11.57
  synthSimpleGateAreaFrac_pct: 8.499
  portion_of_the_post_synthesis_area_used_by_sequential_elements_pct: 56.24
  adder_share_pct: 0
  post_syn_area_sq_um: 691.9
  synthTopCellsByArea: "dfstp_2 (42%), dfrtp_1 (14%), mux2i_1 (12%)"
  ys.warnings.count: 1
  synthesis.instances: 51
  synth_top_area_share_pct: 41.77
  synth.avg_cell_area_sq_um: 13.57
  synth.logic.top_family: "AND-OR/OR-AND gates"
  yosys-stat-cells: 51
  number_of_flip_flops_and_latches_in_the_synthesized_netlist: 15
  synth.cellmix.xorXnorShare_pct: 2.532
  compound_area_share_pct: 13.38
worst_setup_path:
  worst_path_max_delay_cell: "dfstp_2"
  startpoint_type: "register"
  timing.critical_path.to_type: "primary output"
  slowest_delay_ns: 0.51
  arrival_ns: 1.23
  ordered_list_of_cells_on_the_worst_path: "clkdlybuf4s50_1"
  cp_data_required_time_ns: 1.68
  cp_num_buf_inv: 1
  crit_fanout: 1
  path_delay_family: "flip-flops"
  timing_worst_setup_path_type: "register to primary output"
global_routing:
  first_pass_grt_wire_length_um: 3036
  initial_antenna_violation_count: 0
  grt_use_total_pct: 3.841
  maximum_number_of_pins_on_one_net_before_global_route_repair: 16
  grt_pass1_vias: 647
  grt-ovfl-total: 0
clock_network:
  cts_num_sinks: 15
  post-cts-setup-buffers: 0
  clockRootBuffer: "clkbuf_8"
  postCtsHoldBufs: 0
  number_of_buffers_created_by_cts: 3
  number_of_buffers_on_the_longest_clock_path: 2
  clkTransAtPathRegs_ns: 0.07
  tritoncts: "done"
  cts-htree-levels: 1
  worst_skew_pair.late_latency_ns: 0.25
  ctsResizeCount: 0
floorplanning:
  floorplan.rows: 28
  num_io_pins: 40
  floorplanUtilization_pct: 11.69
  die_area_sq_um: 9604
  vertical_extent_of_the_die_um: 98
  die-width_um: 98
  core_area_sq_um: 5921
power_and_ir_drop:
  seqPwrFrac_pct: 48.7
  vdd_ir_drop_max_mv: 0.1518
  intPower_uw: 500.5
  comb_power_share_pct: 13.1
  net-switching-power_uw: 125.2
  switching_share_pct: 20.01
  power.share.clock_pct: 38.2
  power_leakage_uw: 0.0004237
  pwr_density_cell_nw_per_um2: 537.7
status:
  outcome: "finished clean"
placement:
  place.port_buffers: 36
  gp_congestion: 0.6573
  hpwl_um: 1611
sta:
  fin_skew_ns: 0.003791
  finalSetupTns_ns: 0
  max_clock_freq_mhz: 607.1
  setup_viol: 0
  timing.final.max_slew_violations: 0
  relSlewSlack_pct: 54.63
  finalCriticalPeriod_ns: 1.647
  hold_ws_ns: 0.5452
  unrepaired_setup_endpoints_after_global_routing: "no"
  timing_hold_violations_final: 0
  timing.final.crit_share_pct: 78.44
  worst_slew_pin_slew_ns: 0.6784
detailed_routing:
  vias: 505
  drc: 0
  antenna-diode-count: 0
  routed_via_density: 3.079
  1st_iter_drt_viols: 7
  ant_nets: 0
  drt_pre_antenna_iters: 2
  wl_per_cell_um: 11.43
  detail_route.wirelength_um: 1874
layout:
  layout.cells.most_common_list: "clkdlybuf4s50_1 (36), dfstp_2 (11), mux2i_1 (8)"
  layout_top_cell_excl_fill_tap: "clkdlybuf4s50_1"
  fill_cell_count: 644
  fraction_of_layout_instances_using_a_drive_strength_above_1_pct: 22.47
  area_growth_from_synthesis_to_final_layout_pct: 68.17
run:
  drv.max_cap_violation_count: 0
  warning_count: 25
worst_hold_path:
  min-delay-path-class: "register to register"
-- worst register-to-register path, stage by stage, from the launching register on --
cell and delay [ns]:
dfrtp_1 0.44, or4b_4 0.62, a2bb2oi_1 0.18
-- metrics by stage --
step / utilization (%) / power (uW) / std cells / area, sq um / setup slack (ns)
finish: 19.65 / 625.7 / 164 / 1164 / 0.4528
global route: 19.65 / 654.3 / 164 / 1164 / 0.4146
CTS: 19.65 / 639.3 / 164 / 1164 / 0.4268
detailed placement: 18.89 / 394.2 / 160 / 1119 / 0.7010
global placement: 18.89 / 393.7 / 160 / 1119 / 0.7015
floorplan: - / 325.6 / 53 / 699.4 / 0.7342
-- cells by family after synthesis --
family	Yosys count
and+or+nand+nor	9
AOI/OAI and AO/OA	10
DFF	15
other	1
buffers and inverters	6
xor gates and xnor gates	2
muxes	8
-- cells in the mapped netlist --
| cell | count |
|---|---|
| a2bb2oi_2 | 2 |
| buf_6 | 2 |
| dfstp_2 | 11 |
| buf_2 | 1 |
| nand2_1 | 2 |
| or4b_4 | 1 |
| mux2i_1 | 8 |
| conb_1 | 1 |
| buf_4 | 3 |
| o21ai_0 | 1 |
| nand3_1 | 1 |
| a21oi_1 | 1 |
| xnor2_1 | 2 |
| nand2b_1 | 3 |
| a2bb2oi_1 | 6 |
| nor3_2 | 1 |
| dfrtp_1 | 4 |
| nor2_1 | 1 |
-- power by group through the flow --
stage	combinational, uW	clock [uW]	sequential (uW)
6_report	81.7	239	305
5_1_grt	89.1	260	305
4_1_cts	84.6	250	305
-- worst paths after layout --
| check | slack, ns | startpoint | end | depth (start not counted) |
|---|---|---|---|---|
| max | 0.45 | seg_data[7] | seg_data[7] | 1 |
| min | 0.55 | scan_sel[3] | scan_sel[3] | 1 |
| max reg2reg | 0.79 | scan_sel[2] | seg_data[5] | 2 |
| min reg2reg | 0.55 | scan_sel[3] | scan_sel[3] | 1 |
| max in group asynchronous | 1.08 | rst_n | scan_sel[2] | 1 |
| min in group asynchronous | 0.58 | rst_n | scan_sel[3] | 1 |
-- registers in the layout, summed over array words and instances (netlist names) --
name      count
seg_data      8
scan_sel      4
seg_sel       3
-- cell type report --
type,instances,area [sq um],area share [%]
Multi-Input combinational cell,32,260.3,22.37
Clock buffer,4,45.04,3.871
Sequential cell,15,389.1,33.44
Tap cell,75,93.84,8.064
Timing Repair Buffer,38,375.4,32.26
-- per-layer routing --
metal | routed length, um | vias to the layer above | track usage, %
met1 | 773 | 227 | 4.120
met2 | 875 | 27 | 6.447
met4 | 6 | 0 | 0.4474
li1 | - | 249 | -
met5 | 0 | - | 0
met3 | 218 | 2 | 2.418
Power figures rest on the tool's default switching activity, not on a simulated workload.
