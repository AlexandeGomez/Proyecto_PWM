`/design/flow/config.mk`:
```
export PLATFORM = sky130hd
export DESIGN_NAME = BCDConvert
export DESIGN_NICKNAME = BCDConvert
export VERILOG_FILES = /design/flow/design.v
export SDC_FILE = /design/flow/constraint.sdc
export NUM_CORES = 4
export LEC_CHECK = 1
export CORE_UTILIZATION = 30
```
`/design/flow/constraint.sdc`:
```
current_design BCDConvert

set clk_period 2.7
set clk_io_pct 0.2

create_clock -name clk0 -period $clk_period [get_ports {clk}]

set non_clock_inputs [all_inputs -no_clocks]
set_input_delay [expr $clk_period * $clk_io_pct] -clock clk0 $non_clock_inputs
set_output_delay [expr $clk_period * $clk_io_pct] -clock clk0 [all_outputs]
```
`/design/flow/design.v`:
```
module BCDConvert(
input 	clk,
input 	[7:0] bin_d_in,
output [3:0] fdig,
output [3:0] sdig,
output [3:0] tdig,
output 	rdy
);
parameter IDLE = 3'b000;
parameter SETUP = 3'b001;
parameter ADD = 3'b010;
parameter SHIFT = 3'b011;
parameter DONE = 3'b100;
reg [19:0] bcd_data = 0;
reg [2:0] state = IDLE;
reg [3:0] sh_counter = 0;
reg busy = 0;
reg result_rdy = 0;
reg [7:0] pass_state = 0;
always@(posedge clk)
begin
	if(!busy)
		begin
			pass_state <= bin_d_in;
			bcd_data <= {12'b0, bin_d_in};
			state <= SETUP;
		end
	case(state)
		IDLE: 
		begin
			result_rdy <= 0;
			busy <= 0;
			sh_counter <= 4'b0;
		end
		SETUP:
		begin
			if(pass_state != bin_d_in)
				begin
					state <= IDLE;
				end
			else
				begin
					busy <= 1;
					state <= ADD;
				end
		end
		ADD:
		begin
			if(pass_state != bin_d_in)
				begin
					state <= IDLE;
				end
			else
				begin
					if(bcd_data[11:8] > 4)
					begin
						bcd_data[19:8] <= bcd_data[19:8] + 12'b0000_0000_0011;
					end
					if(bcd_data[15:12] > 4)
					begin
						bcd_data[19:12] <= bcd_data[19:12] + 8'b0000_0011;
					end
					if(bcd_data[19:16] > 4)
					begin
						bcd_data[19:16] <= bcd_data[19:16] + 4'b0011;
					end
					state <= SHIFT;
				end
		end
		SHIFT:
		begin
			if(pass_state != bin_d_in)
				begin
					state <= IDLE;
				end
			else
				begin
					sh_counter <= sh_counter + 1'b1;
					bcd_data <= bcd_data << 1;
					if(sh_counter==7)
						begin
							sh_counter <= 4'b0;
							state <= DONE;
						end
					else
						begin
							state <= ADD;
						end
				end
		end
		DONE:
		begin
			if(pass_state != bin_d_in)
				begin
					state <= IDLE;
				end
			else
				begin
					result_rdy <= 1'b1;
					state <= IDLE;
				end
		end
		default:
			state <= IDLE;
		endcase
end
assign fdig = bcd_data[11:8];
assign sdig = bcd_data[15:12];
assign tdig = bcd_data[19:16];
assign rdy = result_rdy;
endmodule
```
`/design/flow/run.sh`:
```
#!/bin/bash
# OpenROAD 26Q1-2900-gdf79404cd8, Yosys 0.63+post, stock flow scripts
make -C /OpenROAD-flow-scripts/flow DESIGN_CONFIG=/design/flow/config.mk WORK_HOME=/design/flow/orfs finish
```
==> results.txt <==
impl run done, here's what came out: status completed, CTS root buffer clkbuf_8, Pleak around 0.86 nW, CTS tree yes, Peak supply drop roughly 220 µV, post-DR wirelength/cell between 10 and 15 µm, xor/xnor share 0.04264, register area 910.9 µm², die area roughly 0.0079 mm², Initial Util 0.3115, final period utilization 0.8492, initial antenna violation count 0, mean post-synth cell area between 9 and 10 µm², Final HPWL DP between 3000 and 4000 µm, Top logic family AND-OR/OR-AND gates, vias roughly 1800, CTS Hold Bufs 0, MI comb area about 0.0012 mm², post-CTS setup buffers 0, startpoint types primary input, Die W ~90 µm, top cell family by delay on the critical path buffers and inverters, via/cell ratio 4.986, GR Util met1 0.2077, post-synthesis cell count from yosys ~250, max-cap violations 0, DRT Pass-1 Iters 4, worst hold path class flip-flop to flip-flop, largest net degree at the start of global routing 22, clk_skew ~9.9 ps, GRT met3 Usage 0.01892, kind of critical path primary input to flip-flop, distinct cell type count after synthesis roughly 56, Worst Max-Slew Pin Slew about 460 ps, fin cells ~360, CTS clk-pin slew, worst paths 80 ps, Basic Gates by Area 0.1733, Final setup viols 0, Fillers between 700 and 800, fraction of registers with async set/reset 0, Critical Path Max Stage Delay roughly 500 ps, crit end category flip-flop, setup TNS 0 ps, post-synthesis cell area between 0.002 and 0.0025 mm², Adder-Cell Fraction of Synth Area 0.04983, MUX share of area 0.03987, Worst EP required ~2900 ps, Worst EP arrival approximately 2500 ps, first-pass GRT wire length 7748 µm, Detail Route Antenna Nets 0, Slew headroom 0.6945, Seq share, synth 0.4031, post-CTS resize count 0, GRT Total Usage 0.1281, Most Crowded Layer GR met1, grt met2 use 0.1909, Synth Flop Type dfxtp_1, CTS buffer count 5, CP max FO 9, AO/OA Area Share 0.2076, flip-flops with a built-in enable 17, CP max-delay cell clkdlybuf4s50_1, vias in the first global route around 1600, DRT Wirelength between 4000 and 5000 µm, count of input and output buffers 21, total core area just over 0.007 mm², highest clock rate approximately 440 MHz, die height just under 90 µm, RSZ-0062 raised after global routing no, yosys synthesis chip area around 0.0023 mm², DR DRC count 0, Layout area overhead 16.17%, Inst Count DP 351, Gate Count Post-Synth ~250, share of post-route cells with drive strength above 1 0.09231, row count 31, OpenROAD warning count 30, YS warnings 1, cell area power density 418.5 mW/mm², clock latency reported for the late side of the worst-skew pair between 200 and 300 ps, CTS H-tree lvls 2, antenna diode count 0, CP bufs+invs 2, CTS max path bufs 2, Fin. Hold Viols 0, max-slew violations 0, GRT overflow 0, DR iter-0 viols about 140, I/O pin count 22, critical path cell sequence clkdlybuf4s50_1 > xnor2_1 > nand4_1 > buf_4 > or2_0 > o311a_1 > a221oi_1, register-to-register setup slack ~700 ps, CTS sink count 37, RePlAce Congestion just over 0.8, Synth flops 37, crit path time final 2293 ps
## cells in the mapped netlist (all sizes together), types with 3 or more instances
master | count | share of area
a211oi | 4 | 0.013
a21oi | 8 | 0.018
a32oi | 3 | 0.012
buf | 13 | 0.042
clkbuf | 14 | 0.023
dfxtp | 20 | 0.18
edfxtp | 17 | 0.23
ha | 9 | 0.050
inv | 11 | 0.018
mux2i | 9 | 0.040
nand2 | 21 | 0.035
nand2b | 3 | 0.0083
nand3 | 4 | 0.0089
nor2 | 17 | 0.028
nor3 | 5 | 0.013
o211ai | 5 | 0.017
o21ai | 21 | 0.047
o22ai | 3 | 0.0083
o31ai | 3 | 0.010
or2 | 6 | 0.017
xnor2 | 9 | 0.035
## routing by layer
| layer | vias up | part of all wire | wire length [µm] |
|---|---|---|---|
| li1 | 924 | - | - |
| met4 | 0 | 0.014 | 62 |
| met2 | 40 | 0.45 | 2051 |
| met5 | - | 0 | 0 |
| met1 | 818 | 0.50 | 2295 |
| met3 | 8 | 0.038 | 174 |
## cells by family after synthesis
family	count (synthesis)
xor gates and xnor gates	11
AOI/OAI and AO/OA	69
DFF	37
muxes	9
and+or+nand+nor	76
adders and majority gates	9
buffers and inverters	38
## metrics by stage
stage,area [µm²],power [mW],util,setup slack [ps],hold WS (ps)
floorplan,2260,0.6157,-,749.6,424.8
global placement,2514,0.6344,0.3466,171.8,439.4
detailed placement,2514,0.6349,0.3466,99.94,444.0
CTS,2625,1.108,0.3619,406.2,464.0
global route,2625,1.132,0.3619,253.6,485.1
finish,2625,1.099,0.3619,407.1,458.4
## worst reg2reg max path: stages (launching register included)
cell,delay [ps]
dfxtp_1,500
inv_1,130
ha_1,280
o21ai_0,390
o21bai_1,190
mux2i_1,90
a221o_1,310
## layout make-up
type	count	share of cell area
Timing Repair Buffer	30	0.1058
Clock buffer	6	0.02765
Sequential cell	37	0.3470
Clock inverter	2	0.01478
Multi-Input combinational cell	174	0.4418
Inverter	11	0.01573
Tap cell	99	0.04719
## cell usage in the layout (no fill, tap or decap), types with 4 or more instances in the layout
| cell | n |
|---|---|
| nand2_1 | 21 |
| o21ai_0 | 21 |
| clkdlybuf4s50_1 | 21 |
| dfxtp_1 | 20 |
| nor2_1 | 17 |
| edfxtp_1 | 17 |
| inv_1 | 11 |
| xnor2_1 | 9 |
| mux2i_1 | 9 |
| ha_1 | 9 |
| buf_4 | 9 |
| a21oi_1 | 8 |
| or2_2 | 5 |
| o211ai_1 | 5 |
| clkbuf_8 | 5 |
| nor3_1 | 4 |
| nand3_1 | 4 |
| a211oi_1 | 4 |
## registers in the layout, summed over array words and instances (netlist names)
register	count
bcd_data	20
pass_state	8
sh_counter	4
state	3
busy	1
result_rdy	1
## where the power goes
part	internal (mW)	total (mW)	switching, mW
logic	0.0186	0.0301	0.0114
registers	0.589	0.592	0.00296
clock network	0.277	0.477	0.200
## worst paths after layout
path | start | end | cells after the start
min | bcd_data[4] | bcd_data[5] | 2
min reg2reg | bcd_data[4] | bcd_data[5] | 2
max | bin_d_in[0] | bcd_data[9] | 7
max reg2reg | bcd_data[12] | bcd_data[12] | 6
Power is estimated from default activity; no workload was simulated.
