$ cat /design/flow/run.sh
#!/bin/bash
# OpenROAD 26Q1-2900-gdf79404cd8, Yosys 0.63+post, stock flow scripts
make -C /OpenROAD-flow-scripts/flow DESIGN_CONFIG=/design/flow/config.mk WORK_HOME=/design/flow/orfs finish
$ cat /design/flow/config.mk
export PLATFORM = sky130hd
export DESIGN_NAME = seg_decoder
export DESIGN_NICKNAME = seg_decoder
export VERILOG_FILES = /design/flow/design.v
export SDC_FILE = /design/flow/constraint.sdc
export NUM_CORES = 4
export LEC_CHECK = 1
export CORE_AREA = 10 10 70 70
export DIE_AREA = 0 0 80 80
$ cat /design/flow/constraint.sdc
current_design seg_decoder

set clk_period 1.1
set clk_io_pct 0.2

create_clock -name clk0 -period $clk_period [get_ports {clk}]

set non_clock_inputs [all_inputs -no_clocks]
set_input_delay [expr $clk_period * $clk_io_pct] -clock clk0 $non_clock_inputs
set_output_delay [expr $clk_period * $clk_io_pct] -clock clk0 [all_outputs]
$ cat /design/flow/design.v
module seg_decoder(
input [3:0] bin_data,
input clk, ena,
output reg [7:0] seg_data
);
always@(posedge clk)
begin
	if(ena)
		case(bin_data)
			4'd0 : seg_data <= 8'b1100_0000;
			4'd1 : seg_data <= 8'b1111_1001;
			4'd2 : seg_data <= 8'b1010_0100;
			4'd3 : seg_data <= 8'b1011_0000;
			4'd4 : seg_data <= 8'b1001_1001;
			4'd5 : seg_data <= 8'b1001_0010;
			4'd6 : seg_data <= 8'b1000_0010;
			4'd7 : seg_data <= 8'b1111_1000;
			4'd8 : seg_data <= 8'b1000_0000;
			4'd9 : seg_data <= 8'b1001_0000;
			default:seg_data <= 8'b1111_1111;
		endcase
	else
		seg_data <= seg_data;
end
endmodule
==> flow_summary_export.csv <==
group,metric,value,unit
status,status,"completed",
yosys,ys_cells,42,
sta,finalClockPeriodUsage,0.957,
yosys,ys_ff,7,
yosys,top_area_cell,"edfxtp_1",
placed_design,dp_cells,103,
setup_path,start_kind,"flip-flop",
sta,final_hold_viol_count,0,
sta,slew_violations,0,
run,drv_cap,0,
clock_tree,clockRootBuffer,"clkbuf_4",
pwr,total_power,0.676,mW
pwr,clkPwrFrac,0.329,
yosys,synth_area,432,um^2
yosys,ys_seq_frac,0.487,
floorplanning,fp_util,0.126,
routing,routed_wl,848,um
routing,drt_iter0_drc,22,
yosys,area_leaders,"edfxtp_1 (49%), ha_1 (14%), o21ai_0 (7.0%), nand2b_1 (5.8%), nor2_1 (4.3%)",
pwr,p_int,0.534,mW
finish,syn_to_final_growth,49.9,%
setup_path,worstPathCellList,"dlygate4sd2_1",
finish,comb_area,189,um^2
placed_design,numPortBuffers,12,
yosys,yosys_area,432,um^2
grt,grt_max_degree,10,
finish,top_register,"seg_data",
clock_tree,htreeDepth,1,
setup_path,cp_slowest_cell,"edfxtp_1",
floorplanning,io_pins,14,
pwr,seqPwrFrac,0.488,
worst_hold_path,min_to,"seg_data[1]",
setup_path,cp_max_fo,1,
setup_path,arrival,0.83,ns
setup_path,crit_path_end_kind,"output port",
routing,wire_per_inst,7.93,um
routing,antenna_cells,0,
pwr,p_sw,0.142,mW
setup_path,slowest_delay,0.35,ns
sta,rsz0062_at_grt,"false",
routing,dr.pass1.iters,4,
clock_tree,cts.path.max_buffers,2,
yosys,yosys_warnings,1,
routing,vias,329,
routing,drc,0,
finish,fillers,382,
routing,ant_nets,0,
floorplanning,die_height,80,um
pwr,pwr-share-comb,0.182,
floorplanning,core_area,3420,um^2
routing,via_per_inst,3.07,
floorplanning,dieArea,6400,um^2
clock_tree,hold_buffers,0,
clock_tree,clock_sinks,7,
finish,largest_reg_flops,7,
worst_hold_path,hold_path_class,"input pin to flip-flop",
clock_tree,numCtsBuffers,3,
pwr,leakagePower,0.278,nW
finish,flop_area,210,um^2
sta,fin_crit,1.05,ns
finish,layout_top_cells,"dlygate4sd2_1 (7), edfxtp_1 (7), nor2_1 (5), buf_4 (5)",
clock_tree,cts_setup_buffers,0,
setup_path,crit_buf_inv,1,
setup_path,cp_top_family,"flip-flops",
yosys,synthCells,42,
clock_tree,cts_tree,"done",
grt,grt_pass1_vias,305,
placed_design,hpwl,712,um
grt,antenna_found_initial,0,
pwr,vdd_drop_max,232,uV
finish,largest_registers,"seg_data: 7 flops",
sta,setup_violations,0,
grt,grt_pass1_wl,1310,um
run,tool_warnings,29,
yosys,synth.avg_cell_area,10.3,um^2
worst_hold_path,hold_start,"bin_data[1]",
setup_path,cp.required,0.88,ns
pwr,swShare,0.210,
sta,fmax,950,MHz
clock_tree,path_clk_slew,0.05,ns
placed_design,place.gp.congestion,0.782,
grt,grt_overflow,0,
finish,drive_gt1_frac,0.230,
yosys,netlist-cell-type-count,16,
setup_path,crit_start,"seg_data[6]",
floorplanning,rows,21,
grt,track_usage,0.0248,
floorplanning,die_w,80,um
worst_hold_path,hold_path_depth,3,
finish,fin_cells,107,
setup_path,crit_type,"flip-flop to output port",
yosys,synth_top_area_share,0.487,
pwr,pwr_density_cell,1040,nW/um^2
-- cells by family after synthesis --
logic type,synth area share
adder cells (fa/ha/maj),0.145
other,0.00869
AND/OR/NAND/NOR,0.151
flip-flops,0.487
AND-OR/OR-AND,0.128
buffers and inverters,0.0812
-- per-stage QoR --
stage	setup TNS (ns)	hold WS (ns)	utilization	setup WS [ns]	instance area, um^2
global route	0	0.437	0.189	0.00256	647
floorplan	0	0.332	-	0.0106	432
global placement	-3.90	0.975	0.185	-0.561	631
detailed placement	-3.97	0.967	0.185	-0.551	631
CTS	0	0.525	0.190	0.00728	649
finish	0	0.410	0.189	0.0468	647
-- power by group through the flow --
stage	Clock, mW	Combinational (mW)	Sequential, mW
CTS	0.234	0.126	0.330
global route	0.245	0.142	0.332
finish	0.222	0.123	0.330
-- cells in the mapped netlist, drive strengths merged --
| cell | number |
|---|---|
| nor2 | 5 |
| edfxtp | 7 |
| buf | 3 |
| o21ai | 6 |
| inv | 3 |
| nand2 | 2 |
| or2b | 1 |
| conb | 1 |
| a21oi | 3 |
| ha | 5 |
| or2 | 1 |
| a31oi | 1 |
| nand2b | 4 |
-- worst max path at each step --
stage / depth (start not counted) / endpoint / slack (ns)
CTS: 5 / seg_data[3] / 0.007
global route: 1 / seg_data[1] / 0.003
finish: 1 / seg_data[6] / 0.05
-- timing repair --
item | 4_1_cts | 5_1_grt
gates resized | 14 | 7
gates cloned | 0 | 0
pin swaps | 1 | 1
setup endpoints to repair | 14 | 7
-- layout make-up --
| cell class | count | share of cell area |
|---|---|---|
| well taps | 46 | 0.0890 |
| clock buffers | 4 | 0.0406 |
| inverters | 3 | 0.0174 |
| flip-flops and latches | 7 | 0.325 |
| multi-input cells | 29 | 0.292 |
| repair buffers | 18 | 0.236 |
-- metal layers --
metal  part of all wire  up-vias  global-route usage  wire length (um)
li1                   -      176                   -                 -
met1               0.50      133              0.0389               424
met2               0.31       18              0.0265               263
met3               0.15        2             0.00795               126
met4              0.040        0              0.0158                34
met5                  0        -                   0                 0
No activity file was given, so power comes from the tool's default toggle rates.
